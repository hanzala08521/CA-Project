### flow/run.sh
#!/bin/bash
# OpenROAD 26Q1-2900-gdf79404cd8, Yosys 0.63+post, stock flow scripts
make -C /OpenROAD-flow-scripts/flow DESIGN_CONFIG=/design/flow/config.mk WORK_HOME=/design/flow/orfs finish
### flow/constraint.sdc
current_design RegisterFile

set clk_period 17.1
set clk_io_pct 0.2

create_clock -name clk0 -period $clk_period [get_ports {clk}]

set non_clock_inputs [all_inputs -no_clocks]
set_input_delay [expr $clk_period * $clk_io_pct] -clock clk0 $non_clock_inputs
set_output_delay [expr $clk_period * $clk_io_pct] -clock clk0 [all_outputs]
### flow/config.mk
export PLATFORM = sky130hd
export DESIGN_NAME = RegisterFile
export DESIGN_NICKNAME = RegisterFile
export VERILOG_FILES = /design/flow/design.v
export SDC_FILE = /design/flow/constraint.sdc
export NUM_CORES = 4
export LEC_CHECK = 1
export CORE_UTILIZATION = 30
### flow/design.v
`timescale 1ns / 1ps
module RegisterFile(
    input clk, reset, RegWrite,
    input [63:0] WriteData,
    input [4:0] RS1, RS2, RD,
    output reg [63:0] ReadData1, ReadData2    
);
reg [63:0] Registers [31:0];
integer i;
initial
begin
    Registers[0] = 64'd0;
    Registers[1] = 64'd0;
    Registers[2] = 64'd0;
    Registers[3] = 64'd0;
    Registers[4] = 64'd0;
    Registers[5] = 64'd0;
    Registers[6] = 64'd0;
    Registers[7] = 64'd0;
    Registers[8] = 64'd0;
    Registers[9] = 64'd0;
    Registers[10] = 64'd0;
    Registers[11] = 64'd0;
    Registers[12] = 64'd0;
    Registers[13] = 64'd0;
    Registers[14] = 64'd0;
    Registers[15] = 64'd0;
    Registers[16] = 64'd0;
    Registers[17] = 64'd0;
    Registers[18] = 64'd0;
    Registers[19] = 64'd0;
    Registers[20] = 64'd0;
    Registers[21] = 64'd1;  
    Registers[22] = 64'd0;
    Registers[23] = 64'd0;
    Registers[24] = 64'd0;
    Registers[25] = 64'd0;
    Registers[26] = 64'd0;
    Registers[27] = 64'd0;
    Registers[28] = 64'd0;
    Registers[29] = 64'd0;
    Registers[30] = 64'd0;
    Registers[31] = 64'd0;
end
always @(negedge clk ) begin
    if (RegWrite) begin
        Registers[RD] = WriteData;
    end
end
always@(*) begin
    ReadData1 = reset ? 0 : Registers[RS1];
    ReadData2 = reset ? 0 : Registers[RS2];
end
endmodule 
==> Changelog: implementation <==
## Flow update

* Initial antenna violation count at 9
* H-tree levels at 4
* Count of standard-cell rows at 205
* Max VDD drop at 110 µV
* Total via count in the routed design at 58600
* Slowest cell on the critical path: sky130_fd_sc_hd__a221oi_1
* Buffer type at the clock tree root: sky130_fd_sc_hd__clkbuf_16
* Maximum clock path buffer count at 3
* Critical path capture point type: primary output
* Hold buffer count at CTS at 0
* Pin count of the biggest net entering global routing at 85
* Postcts setup bufs at 0
* Remaining design rule violation count at 0
* Share of post-route cells with drive strength above 1 at 26.7%
* Gr ovfl total at 0
* Clock tree from TritonCTS: built
* Share of async-settable or async-resettable flops after synthesis at 0%
* Aggregate negative setup slack at 0 ps
* Gate family responsible for the most delay along the worst path: AND-OR/OR-AND gates
* Gpl congestion at 0.874
* Antenna violation net count after detailed routing at 0
* Number of flops mapped to enable cells by yosys at 2048
* Number of instances in the synthesized netlist at 4453
* Number of warnings issued by yosys at 1
* Estimated wirelength of the detail-placed design at 184000 µm
* Post-route core utilization at 37.6%
* Sequence of cells on the critical path: mux4_2 -> a22o_1 -> a221oi_1 -> a2111oi_0 -> buf_4 -> clkdlybuf4s50_1
* Post-place instance area at 102000 µm²
* Area of the die at 316000 µm²
* Highest cell delay on the worst timing path at 630 ps
* Iter 0 DRT Violations at 3656
* Via density per instance at 5.23
* Vias in the first global route at 68800
* Leakage power total at 44.5 nW
* Tightest Pin Transition at 1100 ps
* Clock-pin slew reported for the worst setup and hold paths after clock tree synthesis at 30 ps
* I/O pin total at 210
* Effective utilization at floorplan at 30.1%
* Die boundary height at 562 µm
* Sequential share of the synthesized area at 65.4%
* Area overhead of the layout relative to synthesis at 24.8%
* Number of max-cap violations at 0
* Horizontal extent of the die at 562 µm
* Number of logged tool warnings at 1027
* Post-Syn Area at 94000 µm²
* Relative slew margins at 26.2%
* Total power draw at 0.0134 W
* Number of buffer and inverter instances along the worst setup path at 2
* Tally of filler cells in the layout at 28100
* Detailed Route WL at 312000 µm
* RSZ-0062 raised after global routing: no
* Max reg flops at 2048
* Category of the critical setup timing path: register to primary output
* Avg Cell Area, Syn at 21.1 µm²
* Cts repair resizes at 0
* Global router's overall resource usage at 21.4%
* Worst path required time at 13680 ps
* Final max-slew violation count at 0
* Num Clock Sinks at 2048
* Outcome: complete, no violations
* Area of all placed cells without fillers at 117000 µm²
* Number of endpoints with negative hold slack in the final report at 0
* First-pass GRT wire length at 445000 µm
* Flops & latches, synth at 2048
* Area of the core at 312000 µm²
* Average wire per cell in the routed design at 27.9 µm
* Port Buf Inserts at 209
* Pwr dens at 114 nW/µm²
* Final tally of setup violations at 0
* Number of buffers inserted during clock tree synthesis at 219
* Main synth FF type: sky130_fd_sc_hd__edfxtp_1
* Post-synthesis cell count from yosys at 4453
* Kind of path behind the tightest hold check: primary input to primary output
* Data arrival time at the worst-slack endpoint at 11940 ps
* Pre-Repair DR Iteration Count at 5
* Peak fanout along the critical path at 2
* Kind of launch point of the worst setup path: register
* Number of distinct library cells after synthesis at 51
* Chip area line of the yosys report at 94000 µm²
-- final timing paths --
| check | endpoint | slack, ps | cells after the start | start |
|---|---|---|---|---|
| setup / recovery | ReadData2[12] | 1740 | 6 | Registers[27][12] |
| hold / removal | ReadData2[15] | 7750 | 3 | reset |
-- tightest hold or removal path: stages --
cell and delay, ps:
sky130_fd_sc_hd__buf_6 290, sky130_fd_sc_hd__nor4_1 180, sky130_fd_sc_hd__clkdlybuf4s50_1 410
-- placed cells by master, fill, tap and decap left out, drive strengths merged, types with 40 or more instances in the layout --
cell | netlist | final
nor2 | 81 | 81
a22oi | 40 | 40
nor2b | 45 | 45
inv | 3 | 2122
clkdlybuf4s50 | 0 | 198
o22ai | 205 | 205
edfxtp | 2048 | 2048
buf | 254 | 315
nand2 | 52 | 52
clkinvlp | 0 | 59
mux2 | 130 | 130
nor4 | 59 | 59
mux4 | 1021 | 1021
clkbuf | 109 | 223
mux2i | 107 | 107
-- metal layers --
layer / routed length [µm] / part of all wire [%] / GRT usage (%) / up-vias
met2: 149000 / 48 / 31.2 / 4313
met4: 9460 / 3.0 / 8.17 / 22
met1: 96200 / 31 / 21.0 / 29100
met3: 57200 / 18 / 19.5 / 536
met5: 262 / 0.084 / 0.527 / -
li1: - / - / - / 24600
-- per-stage QoR --
step	worst slack [ps]	std cells	hold WS, ps
after detailed placement	1900	8743	7750
after CTS	1730	11200	7760
after floorplan	1310	4453	6990
after global placement	1930	8743	7750
after global routing	1560	11200	7810
final	1740	11200	7750
-- where the power goes --
part	switching, W	internal (W)	total (W)	leakage [nW]
Clock	0.00319	0.00359	0.00677	14.7
Sequential	0.0000243	0.00563	0.00566	18.4
Combinational	0.000559	0.000429	0.000988	11.4
-- synth_stat cells, types with 13 or more instances --
master | instances | area, µm²
sky130_fd_sc_hd__a221o_1 | 13 | 130
sky130_fd_sc_hd__nand2b_1 | 13 | 81.3
sky130_fd_sc_hd__buf_2 | 120 | 601
sky130_fd_sc_hd__mux2i_1 | 107 | 1070
sky130_fd_sc_hd__mux2_2 | 130 | 1460
sky130_fd_sc_hd__nor4_1 | 59 | 369
sky130_fd_sc_hd__buf_4 | 80 | 601
sky130_fd_sc_hd__nor2b_1 | 45 | 282
sky130_fd_sc_hd__a211oi_1 | 37 | 278
sky130_fd_sc_hd__edfxtp_1 | 2048 | 61500
sky130_fd_sc_hd__nand2_1 | 52 | 195
sky130_fd_sc_hd__a21oi_1 | 36 | 180
sky130_fd_sc_hd__nor2_1 | 81 | 304
sky130_fd_sc_hd__o21ai_0 | 19 | 95.1
sky130_fd_sc_hd__clkbuf_1 | 108 | 405
sky130_fd_sc_hd__buf_1 | 20 | 75.1
sky130_fd_sc_hd__nor4b_1 | 17 | 149
sky130_fd_sc_hd__o22ai_1 | 205 | 1280
sky130_fd_sc_hd__a221oi_1 | 26 | 228
sky130_fd_sc_hd__a22o_1 | 16 | 140
sky130_fd_sc_hd__mux4_2 | 1021 | 23000
sky130_fd_sc_hd__buf_6 | 27 | 304
sky130_fd_sc_hd__nor3_1 | 32 | 160
sky130_fd_sc_hd__a22oi_1 | 40 | 300
-- cell type report --
| cell class | instances | area (µm²) | share of cell area (%) |
|---|---|---|---|
| Multi-Input combinational cell | 2038 | 30800 | 26.2 |
| Sequential cell | 2048 | 61500 | 52.4 |
| Antenna cell | 2 | 5.00 | 0.00427 |
| Clock buffer | 223 | 5580 | 4.76 |
| Timing Repair Buffer | 513 | 4560 | 3.88 |
| Tap cell | 4140 | 5180 | 4.42 |
| Clock inverter | 2228 | 9670 | 8.24 |
| Inverter | 3 | 13.8 | 0.0117 |
-- cell families after synthesis --
family	after synthesis	synth area share (%)
DFF	2048	65.4
muxes	1258	27.2
buffers and inverters	367	2.25
and+or+nand+nor	348	1.99
AOI/OAI and AO/OA	432	3.18
Power is estimated from default activity; no workload was simulated.
