<file path="design/flow/run.sh">
#!/bin/bash
# OpenROAD 26Q1-2900-gdf79404cd8, Yosys 0.63+post, stock flow scripts
make -C /OpenROAD-flow-scripts/flow DESIGN_CONFIG=/design/flow/config.mk WORK_HOME=/design/flow/orfs finish
</file>
<file path="design/flow/config.mk">
export PLATFORM = sky130hd
export DESIGN_NAME = InstructionD_Exec
export DESIGN_NICKNAME = InstructionD_Exec
export VERILOG_FILES = /design/flow/design.v
export SDC_FILE = /design/flow/constraint.sdc
export NUM_CORES = 4
export LEC_CHECK = 1
export CORE_AREA = 10 10 231 231
export DIE_AREA = 0 0 241 241
</file>
<file path="design/flow/constraint.sdc">
current_design InstructionD_Exec

set clk_period 1.0
set clk_io_pct 0.2

create_clock -name clk0 -period $clk_period [get_ports {clk}]

set non_clock_inputs [all_inputs -no_clocks]
set_input_delay [expr $clk_period * $clk_io_pct] -clock clk0 $non_clock_inputs
set_output_delay [expr $clk_period * $clk_io_pct] -clock clk0 [all_outputs]
</file>
<file path="design/flow/design.v">
`timescale 1ns / 1ps
module InstructionD_Exec(
    input clk,
    input [63:0] PC_addr,
    input [63:0] read_data1, read_data2,
    input [63:0] imm_val,
    input [3:0] funct_in,
    input [4:0] rd_in,
    input MemtoReg, RegWrite,
    input Branch, MemWrite, MemRead,
    input ALUSrc,
    input [1:0] ALU_op,
    output reg [63:0] PC_addr_store,
    output reg [63:0] read_data1_store, read_data2_store,
    output reg [63:0] imm_val_store,
    output reg [3:0] funct_in_store,
    output reg [4:0] rd_in_store,
    output reg MemtoReg_store, RegWrite_store,
    output reg Branch_store, MemWrite_store, MemRead_store,
    output reg ALUSrc_store,
    output reg [1:0] ALU_op_store
);
always @(negedge clk) begin
    PC_addr_store = PC_addr;
    read_data1_store = read_data1;
    read_data2_store = read_data2;
    imm_val_store = imm_val;
    funct_in_store = funct_in;
    rd_in_store = rd_in;
    RegWrite_store = RegWrite;
    MemtoReg_store = MemtoReg;
    Branch_store = Branch;
    MemWrite_store = MemWrite;
    MemRead_store = MemRead;
    ALUSrc_store = ALUSrc;
    ALU_op_store = ALU_op;
end
endmodule
</file>
==> flow_metrics.env <==
# source this file to load flow results
export IMPL_ys_types=2
export IMPL_leakage_nw=6.501
export IMPL_port_buffer_count=546
export IMPL_hold_buffers=0
export IMPL_ys_ff=273
export IMPL_ys_cells=274
export IMPL_critPathKind="reg -> out"
export IMPL_worstHoldStart="read_data1[15]"
export IMPL_cts_tree="done"
export IMPL_required_ns=0.80
export IMPL_pwr_density_cell_nw_per_um2=2397
export IMPL_grt_pass1_vias=5998
export IMPL_die_area_um2=58080
export IMPL_area_leaders="dfxtp_1 (100%), inv_1 (0.069%)"
export IMPL_critPathMaxFanout=1
export IMPL_hpwl_um=19850
export IMPL_grt_pass1_wl_um=34870
export IMPL_grtUsageTotal_pct=8.153
export IMPL_edf_count=0
export IMPL_drive_above_1_share_pct=33.16
export IMPL_core_um2=48050
export IMPL_top_area_cell="dfxtp_1"
export IMPL_cpLargestDelayFamily="flip-flops"
export IMPL_wl_per_cell_um=14.53
export IMPL_pwr_share_seq_pct=38.5
export IMPL_grt_max_degree=16
export IMPL_gp_congestion=0.8318
export IMPL_rsz0062_at_grt="true"
export IMPL_violations="negative setup slack"
export IMPL_final_comb_area_um2=0
export IMPL_die_w_um=241
export IMPL_wirelength_um=25670
export IMPL_switching_share_pct=26.34
export IMPL_rows=80
export IMPL_htree_levels=1
export IMPL_post_synth_top_area_fraction_pct=99.93
export IMPL_drc=0
export IMPL_fin_ws_ns=-0.7692
export IMPL_clkSinkCount=273
export IMPL_io_pins=547
export IMPL_async_flop_share_pct=0
export IMPL_power_net_switching_mw=8.008
export IMPL_hold_viol_final=0
export IMPL_ir_worst_vdd_uv=1419
export IMPL_critPathCaptureType="primary output"
export IMPL_numCtsBuffers=31
export IMPL_path_buffers=1
export IMPL_tool_warnings=300
export IMPL_holdWs_ns=0.5192
export IMPL_synthMostInstantiatedCell="dfxtp_1"
export IMPL_viasPerCell=2.985
export IMPL_crit_path_max_incr_delay_ns=0.35
export IMPL_drt_iter0_markers=77
export IMPL_antenna_left=0
export IMPL_cts_root_buffer="clkbuf_16"
export IMPL_arrival_ns=1.57
export IMPL_syn_area_per_cell_um2=19.96
export IMPL_synth_cell_area_um2=5469
export IMPL_min_delay_path_depth=1
export IMPL_logic_gates=0
export IMPL_cpMaxStageDelayCell="dfxtp_4"
export IMPL_cts_clk_slew_worst_paths_ns=0.04
export IMPL_finalSetupViolations=273
export IMPL_diodes=0
export IMPL_syn_inst=274
export IMPL_ys_area_um2=5469
export IMPL_slew_headroom_pct=86.27
export IMPL_synthTopCellsByCount="dfxtp_1 (273), inv_1 (1)"
export IMPL_slew_violations=0
export IMPL_ys_warn_count=1
export IMPL_yosysSeqAreaShare_pct=99.93
export IMPL_whs_endpoint="read_data1_store[15]"
export IMPL_max_slew_worst_pin_slew_ns=0.2059
export IMPL_cp_cell_sequence="buf_6"
export IMPL_firstDrtPassIters=4
export IMPL_antenna_found_initial=3
export IMPL_die_h_um=241
export IMPL_start_kind="flop"
export IMPL_vias=5275
export IMPL_status="complete, but fails checks"
export IMPL_p_comb_share_pct=5.4
export IMPL_drv_cap=0
export IMPL_postLayoutCoreUtil_pct=26.40
export IMPL_total_power_mw=30.40
export IMPL_cts_max_path_buffers=3
export IMPL_min_path_type="in -> reg"
export IMPL_clock_power_share_pct=56.0
export IMPL_cts_setup_buffers=0
export IMPL_p_int_mw=22.40
export IMPL_flop_cell="dfxtp_1"
export IMPL_gr_total_overflow=0
export IMPL_fp_util_pct=11.38
export IMPL_areaGrowthSynthToFinish_pct=131.9
## worst max-delay path by stage
| stage | slack (ns) | to | cells past startpoint | start |
|---|---|---|---|---|
| CTS | -0.83 | imm_val_store[22] | 1 | imm_val_store[22] |
| global route | -0.84 | imm_val_store[22] | 1 | imm_val_store[22] |
| finish | -0.77 | imm_val_store[22] | 1 | imm_val_store[22] |
## sequential cells by signal, summed over array words and instances, names as in the netlist
signal and cells:
ALUSrc_store 1, ALU_op_store 2, Branch_store 1, MemRead_store 1, MemWrite_store 1, MemtoReg_store 1
PC_addr_store 64, RegWrite_store 1, funct_in_store 4, imm_val_store 64, rd_in_store 5, read_data1_store 64
read_data2_store 64
## layout make-up
type	count	area (µm²)
Sequential cell	273	5530
Timing Repair Buffer	548	4189
Fill cell	4922	35360
Tap cell	615	769.5
Clock inverter	300	1418
Clock buffer	31	775.7
## through the flow
stage / cells / area [µm²] / setup TNS (ns) / setup WS, ns
5_1_grt: 1767 / 12680 / -207.25 / -0.8366
4_1_cts: 1767 / 12630 / -201.39 / -0.8311
6_report: 1767 / 12680 / -191.31 / -0.7692
3_3_place_gp: 1437 / 11720 / -189.03 / -0.7594
2_1_floorplan: 274 / 5469 / 0 / 0.03849
3_5_place_dp: 1437 / 11720 / -190.23 / -0.7388
## power groups by stage
stage	combinational (mW)	clock, mW	sequential, mW
6_report	1.66	17.0	11.7
5_1_grt	1.79	19.4	11.7
4_1_cts	1.70	17.9	11.7
## timing repair
item / 4_1_cts / 5_1_grt
gates resized: 929 / 25
setup endpoints to repair: 273 / 273
hold endpoints to repair: 0 / 0
## cells by family after synthesis
kind of cell	after synthesis	share of synthesized area, %
flip-flops	273	99.93
buffers and inverters	1	0.06857
## routing by layer
layer	vias up	global-route usage (%)	wire (µm)
li1	2570	-	-
met1	2306	7.278	8249
met2	347	12.77	12820
met3	48	6.785	3878
met4	4	4.115	703
met5	-	0	18
## layout by cell type, fill, tap and decap left out
cell	netlist	layout
inv_1	1	274
clkdlybuf4s50_1	0	273
buf_2	0	261
dfxtp_1	273	223
dfxtp_2	0	49
clkbuf_16	0	31
buf_6	0	12
bufinv_16	0	9
clkinvlp_2	0	6
inv_6	0	4
inv_4	0	4
clkinv_4	0	2
buf_4	0	2
inv_8	0	1
dfxtp_4	0	1
Power is estimated from default activity; no workload was simulated.
